==> run.sh <==
#!/bin/bash
# OpenROAD 26Q1-2900-gdf79404cd8, Yosys 0.63+post, stock flow scripts
make -C /OpenROAD-flow-scripts/flow DESIGN_CONFIG=/design/flow/config.mk WORK_HOME=/design/flow/orfs finish
==> config.mk <==
export PLATFORM = sky130hd
export DESIGN_NAME = VendingMachine
export DESIGN_NICKNAME = VendingMachine
export VERILOG_FILES = /design/flow/design.v
export SDC_FILE = /design/flow/constraint.sdc
export NUM_CORES = 4
export LEC_CHECK = 1
export CORE_AREA = 10 10 70 70
export DIE_AREA = 0 0 80 80
==> constraint.sdc <==
current_design VendingMachine

set clk_period 1.0
set clk_io_pct 0.2

create_clock -name clk0 -period $clk_period [get_ports {clk}]

set non_clock_inputs [all_inputs -no_clocks]
set_input_delay [expr $clk_period * $clk_io_pct] -clock clk0 $non_clock_inputs
set_output_delay [expr $clk_period * $clk_io_pct] -clock clk0 [all_outputs]
==> design.v <==
module VendingMachine (
  input logic  clk,
  input logic  dime,
  input logic  nickel,
  input logic  rst,
  output logic  vend
);
typedef enum logic[2:0] {
  Fifteen = 3'h0,
  Five = 3'h1,
  Reset = 3'h2,
  Ten = 3'h3,
  Twenty = 3'h4
} VEND_state;
VEND_state   VEND_current_state;
VEND_state   VEND_next_state;
always_ff @(posedge clk, posedge rst) begin
  if (rst) begin
    VEND_current_state <= Reset;
  end
  else VEND_current_state <= VEND_next_state;
end
always_comb begin
  unique case (VEND_current_state)
    Fifteen: if (nickel == 1'h1) begin
      VEND_next_state = Twenty;
    end
    else if (dime == 1'h1) begin
      VEND_next_state = Twenty;
    end
    else VEND_next_state = Fifteen;
    Five: if (dime == 1'h1) begin
      VEND_next_state = Fifteen;
    end
    else if (nickel == 1'h1) begin
      VEND_next_state = Ten;
    end
    else VEND_next_state = Five;
    Reset: if (nickel == 1'h1) begin
      VEND_next_state = Five;
    end
    else if (dime == 1'h1) begin
      VEND_next_state = Ten;
    end
    else VEND_next_state = Reset;
    Ten: if (nickel == 1'h1) begin
      VEND_next_state = Fifteen;
    end
    else if (dime == 1'h1) begin
      VEND_next_state = Twenty;
    end
    else VEND_next_state = Ten;
    Twenty: VEND_next_state = Reset;
  endcase
end
always_comb begin
  unique case (VEND_current_state)
    Fifteen: begin :VEND_Fifteen_Output
        vend = 1'h0;
      end :VEND_Fifteen_Output
    Five: begin :VEND_Five_Output
        vend = 1'h0;
      end :VEND_Five_Output
    Reset: begin :VEND_Reset_Output
        vend = 1'h0;
      end :VEND_Reset_Output
    Ten: begin :VEND_Ten_Output
        vend = 1'h0;
      end :VEND_Ten_Output
    Twenty: begin :VEND_Twenty_Output
        vend = 1'h1;
      end :VEND_Twenty_Output
  endcase
end
endmodule    
==> results.tsv <==
stage	metric	value	unit
finish	register area	126	um^2
timing	slew margin rel.	0.834	
setup_path	Worst R2R Start	VEND_current_state[0]	
finish	synthesis-to-layout area growth	63.6	%
logic_synthesis	Mux cell area share	0.0970	
logic_synthesis	async set-or-reset flop fraction in the synthesized netlist	1.00	
finish	share of cells above drive strength 1	0.222	
placed_design	RePlAce Congestion	0.750	
drt	top sig layer	met3	
pwr	Pwr Density	1890	mW/mm^2
pwr	Switching Share	0.237	
timing	Least-Margin Pin Slew	0.248	ns
setup_path	CP startpoint kind	flop	
floorplan	IO Pins	5	
timing	clock skew	0.00169	ns
clock_tree	root buffer cell	clkbuf_4	
timing	f_max	1090	MHz
global_route	initial antenna violation count	0	
logic_synthesis	cell type with the largest total area	dfrtp_1	
drt	routed wire length per instance	6.07	um
logic_synthesis	Gate Count Post-Synth	18	
setup_path	Worst R2R End	VEND_current_state[4]	
global_route	GRT Total Usage	0.0148	
setup_path	CP startpoint	VEND_current_state[2]	
drt	detailed-route wire length	443	um
setup_path	reg-to-reg slack, setup	0.18	ns
floorplan	Die Y	80	um
finish	largest registers	VEND_current_state (5)	
flow_run	tool warnings	25	
logic_synthesis	yosys xor share	0	
logic_synthesis	top_reg_cell synth	dfrtp_1	
timing	setup TNS	0	ns
timing	final hold vios	0	
pwr	Comb pwr share	0.181	
clock_tree	deepest clock path buffer count	2	
timing	Final Max Slew Viols	0	
setup_path	crit path DRT	0.80	ns
worst_hold_path	worst hold path class	input pin to asynchronous set/reset pin	
drt	post-route ant nets	0	
logic_synthesis	sequential share of the synthesized area	0.612	
drt	Routed met3 length	29	um
floorplan	die area	0.00640	mm^2
setup_path	max incr delay on CP	0.37	ns
setup_path	CP delay by family, top	flip-flops	
drt	Post-route DRC	0	
setup_path	Worst EP arrival	0.71	ns
clock_tree	CTS H-tree lvls	1	
timing	final setup vio count	0	
global_route	number of global-route vias before repair	177	
finish	final core utilization	0.0989	
logic_synthesis	Mapped Avg Cell Area	11.5	um^2
floorplan	Pre-Place Util	0.0604	
setup_path	WP buf/inv	1	
logic_synthesis	count leader, synth	dfrtp_1	
pwr	Sequential Power Share	0.474	
logic_synthesis	post-synth cell types	12	
logic_synthesis	synth warn	1	
finish	fillcell total	407	
setup_path	Worst setup EP type	primary output	
logic_synthesis	ys flops	5	
pwr	Clock Power Share	0.346	
logic_synthesis	top cells by count	dfrtp_1 (4), inv_1 (2), mux2i_1 (2), nand2b_1 (2)	
pwr	Internal Power	0.000487	W
finish	max reg flops	5	
clock_tree	TritonCTS clock tree	yes	
drt	metal2 WL	273	um
setup_path	Crit Path Max Fanout	2	
pwr	Peak VDD IR	0.000284	V
finish	Comb area	72.6	um^2
clock_tree	Num CTS Buffers	3	
flow_run	Max Cap Viol	0	
run_status	status	finished, final reports clean	
placed_design	Port Buffers	4	
setup_path	critical path's slowest cell	dfrtp_1	
pwr	leakage	0.160	nW
logic_synthesis	Post-synth EDFFs	0	
global_route	largest net degree at the start of global routing	8	
drt	first-iteration detailed-routing DRC count	1	
drt	DR vias	163	
timing	Final min period	0.915	ns
clock_tree	Reg clk slew, reported paths	0.04	ns
logic_synthesis	YS chip area	206	um^2
logic_synthesis	cells in synth_stat.txt	18	
clock_tree	worst skew pair latency	0.23	ns
timing	Hold Slack	0.164	ns
logic_synthesis	comb area leader	AND-OR/OR-AND gates	
timing	unrepaired setup endpoints after global routing	false	
logic_synthesis	yosys simple share	0.0970	
global_route	grt total ovfl	0	
drt	number of diodes	0	
setup_path	FF-to-FF path depth	2	
timing	Final period util	0.915	
floorplan	die x size	80	um
floorplan	core footprint	0.00342	mm^2
drt	first drt pass iteration count	3	
logic_synthesis	Synth top area share	0.485	
finish	Top reg by flops	VEND_current_state	
setup_path	crit path to	vend	
pwr	Sw Pwr	0.000152	W
clock_tree	clk sink count	5	
logic_synthesis	Synth Area in Adders	0	
logic_synthesis	Top cells by area	dfrtp_1 (48%), dfstp_2 (13%), mux2i_1 (9.7%), nand2b_1 (6.1%), a21o_1 (3.6%)	
setup_path	Crit path depth	1	
global_route	first-pass GRT wire length	724	um
drt	Vias/cell	2.23	
logic_synthesis	Complex Gates by Area	0.158	
logic_synthesis	Mapped Area	206	um^2
drt	WL met1	139	um
setup_path	critical path class	flop to primary output	
clock_tree	CTS Hold Bufs	0	
floorplan	FP Rows	21	
setup_path	worst path cell trace	buf_2	
==> metrics by stage <==
stage          total power (W)  setup slack [ns]  area, um^2  instances
6_report              0.000639            0.0851         338         73
5_1_grt               0.000692            0.0458         338         73
4_1_cts               0.000658            0.0335         333         73
3_5_place_dp          0.000435            -0.217         312         69
3_3_place_gp          0.000429            -0.187         312         69
2_1_floorplan         0.000356             0.247         206         18
==> cells by family (layout without fill, tap and decap cells) <==
logic type	Yosys count	after routing
multiplexers	2	2
flip-flops	5	5
AND-OR/OR-AND	5	5
buffers and inverters	2	11
AND/OR/NAND/NOR	4	4
==> worst min-delay path by stage <==
stage / startpoint / to / slack (ns) / cells past startpoint
4_1_cts: rst / VEND_current_state[2] / 0.16 / 2
5_1_grt: rst / VEND_current_state[3] / 0.19 / 2
6_report: rst / VEND_current_state[2] / 0.16 / 2
==> layout by cell type, fill, tap and decap left out, drive strengths merged, types with 2 or more instances in the layout <==
master	n
mux2i	2
buf	2
dfrtp	4
clkbuf	4
inv	2
dlymetal6s2s	2
nand2b	2
==> power groups by stage <==
stage | Combinational (W) | Sequential [W] | Clock, W
final | 0.000115 | 0.000303 | 0.000221
after global routing | 0.000133 | 0.000306 | 0.000253
after CTS | 0.000120 | 0.000302 | 0.000236
==> final cells by class <==
| class | instances | share of cell area |
|---|---|---|
| Sequential cell | 5 | 0.374 |
| Tap cell | 46 | 0.170 |
| Clock buffer | 4 | 0.0778 |
| Timing Repair Buffer | 5 | 0.141 |
| Inverter | 2 | 0.0222 |
| Multi-Input combinational cell | 11 | 0.215 |
==> timing repair <==
item / CTS / global route
endpoints found under the setup margin: 1 / 2
gates cloned: 0 / 0
buffers inserted: 0 / 0
gates resized: 3 / 2
==> routing by layer <==
metal,vias to the layer above,GRT usage
met2,1,0.0297
li1,81,-
met4,0,0.00704
met1,81,0.00868
met3,0,0.0114
met5,-,0
Power is estimated from default activity; no workload was simulated.
