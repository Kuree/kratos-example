## /design/flow/run.sh

```bash
#!/bin/bash
# OpenROAD 26Q1-2900-gdf79404cd8, Yosys 0.63+post, stock flow scripts
make -C /OpenROAD-flow-scripts/flow DESIGN_CONFIG=/design/flow/config.mk WORK_HOME=/design/flow/orfs finish
```

## /design/flow/config.mk

```make
export PLATFORM = sky130hd
export DESIGN_NAME = FIFO
export DESIGN_NICKNAME = FIFO
export VERILOG_FILES = /design/flow/design.v
export SDC_FILE = /design/flow/constraint.sdc
export NUM_CORES = 4
export LEC_CHECK = 1
export CORE_UTILIZATION = 40
```

## /design/flow/constraint.sdc

```tcl
current_design FIFO

set clk_period 2.4
set clk_io_pct 0.2

create_clock -name clk0 -period $clk_period [get_ports {clk}]

set non_clock_inputs [all_inputs -no_clocks]
set_input_delay [expr $clk_period * $clk_io_pct] -clock clk0 $non_clock_inputs
set_output_delay [expr $clk_period * $clk_io_pct] -clock clk0 [all_outputs]
```

## /design/flow/design.v

```verilog
module FIFO (
  input logic  clk,
  input logic [7:0] in,
  output logic  is_empty,
  output logic  is_full,
  output logic [7:0] out,
  input logic  ren,
  input logic  rst,
  input logic  wen
);
logic  [7:0] data[15:0];
logic   is_full_next;
logic  [3:0] read_ptr;
logic  [3:0] write_ptr;
assign is_empty = (~is_full) & (read_ptr == write_ptr);
always_comb begin
  if (wen & (~ren) & ((write_ptr + 4'h1) == read_ptr)) begin
    is_full_next = 1'h1;
  end
  else if (is_full) begin
    is_full_next = 1'h0;
  end
  else is_full_next = is_full;
end
always_ff @(posedge clk, posedge rst) begin
  if (rst) begin
    read_ptr <= 4'h0;
    write_ptr <= 4'h0;
    is_full <= 1'h0;
  end
  else begin
    if (ren) begin
      read_ptr <= read_ptr + 4'h1;
      out <= data[read_ptr];
    end
    if (wen) begin
      write_ptr <= write_ptr + 4'h1;
      data[write_ptr] <= in;
    end
    is_full <= is_full_next;
  end
end
endmodule    
```

==> impl_metrics.env <==
# yosys + openroad results
export IMPL_clock_insertion_delay_worst_skew_ns=0.41
export IMPL_cp_data_required_time_ns=2.55
export IMPL_numSynthFlops=145
export IMPL_grt_pass1_vias=3456
export IMPL_ctsRootBufferMaster="clkbuf_16"
export IMPL_drt_wirelength_per_cell_um=20.6
export IMPL_storage_element_area_mm2=0.00431
export IMPL_vias_per_cell=5.54
export IMPL_max_cap_violations=0
export IMPL_worst_setup_path_endpoint="out[6]"
export IMPL_design_portCount=22
export IMPL_tightest_slew_ns=0.708
export IMPL_cellPowerDensity_mw_per_mm2=1260
export IMPL_final_util=0.512
export IMPL_min_path_type="input port to asynchronous set/reset pin"
export IMPL_largest_area_cell="edfxtp_1"
export IMPL_max_slew_margin=0.527
export IMPL_log_warning_count=31
export IMPL_fraction_of_layout_cells_with_a_size_suffix_above_1=0.173
export IMPL_placed_cells=574
export IMPL_worst_setup_startpoint="read_ptr[0]"
export IMPL_total_via_count_in_the_routed_design=3361
export IMPL_area_leader_share=0.704
export IMPL_grt_ovfl_total=0
export IMPL_worst_path_max_delay_cell="a2111oi_2"
export IMPL_top_post_synthesis_cells_by_count="136 x edfxtp_1, 18 x nor2_1, 17 x and2_1"
export IMPL_rrSetupSlack_ns=0.20
export IMPL_cts_tree="yes"
export IMPL_yosys_stat_area_mm2=0.00580
export IMPL_outcome="finished clean"
export IMPL_drt_drc_violations_left=0
export IMPL_yosys_cells=365
export IMPL_grt_max_degree=25
export IMPL_synth_top_cells_by_area="edfxtp_1 70%, dfrtp_1 3.9%, a222oi_1 2.6%, and2_1 1.8%, ha_1 1.7%"
export IMPL_comb_power_share=0.306
export IMPL_power_share_switching=0.308
export IMPL_clock_skew_ns=0.00718
export IMPL_num_fill_cells=1151
export IMPL_cpPeakStageDelay_ns=0.43
export IMPL_worst_setup_hold_path_clk_slew_ns=0.06
export IMPL_pnr_worst_setup_slack_ns=0.199
export IMPL_mappedNetlistArea_mm2=0.00580
export IMPL_clock_power_share=0.334
export IMPL_placement_cell_area_mm2=0.00644
export IMPL_critical_path_cell_chain="inv_1 > ha_1 > buf_4 > a22oi_1 > o22ai_1 > a2111oi_2 > a21oi_1"
export IMPL_detail_route_antenna_nets=0
export IMPL_slew_violations=0
export IMPL_place_ws_ns=-0.0337
export IMPL_final_period_utilization=0.917
export IMPL_detailedPlacementHpwl_mm=8.19
export IMPL_netlist_cell_type_count=40
export IMPL_core_mm2=0.0140
export IMPL_htree_levels=4
export IMPL_most_common_cell="edfxtp_1"
export IMPL_tns_ns=0
export IMPL_global_route_usage_total=0.193
export IMPL_grt_pass1_wl_mm=19.5
export IMPL_final_cell_count_no_fill=607
export IMPL_diodes=0
export IMPL_fin_worst_hold_slack_ns=0.393
export IMPL_chipHeight_um=122
export IMPL_clockBufferDepth=2
export IMPL_sequential_element_share_of_the_synthesized_area=0.743
export IMPL_startpoint_type="flip-flop"
export IMPL_port_buffers=21
export IMPL_drt_initial_drc_count=349
export IMPL_sequentialPowerShare=0.361
export IMPL_gate_count_after_technology_mapping=365
export IMPL_fp_util=0.414
export IMPL_r2r_start="read_ptr[0]"
export IMPL_worstPathMaxFanout=22
export IMPL_post_synthesis_to_final_layout_area_growth_pct=23.5
export IMPL_timing_critical_path_to_type="flip-flop"
export IMPL_fp_dieArea_mm2=0.0150
export IMPL_cts_sinks=145
export IMPL_dominant_register_cell="edfxtp_1"
export IMPL_final_cell_area_mm2=0.00716
export IMPL_drtPass1Iterations=6
export IMPL_place_gp_congestion=0.832
export IMPL_postSynthAreaPerCell_um2=15.9
export IMPL_grt_setup_unrepaired="false"
export IMPL_timing_critical_path_arrival_ns=2.35
export IMPL_standard_cell_row_count=43
export IMPL_min_period_ns=2.20
export IMPL_number_of_buffers_inserted_during_clock_tree_synthesis=17
export IMPL_power_leakage_nw=2.40
export IMPL_die_width_um=122
export IMPL_ys_warnings_count=2
export IMPL_timing_final_hold_violations=0
export IMPL_synth_edff_count=136
export IMPL_p_int_mw=6.22
export IMPL_timing_worst_setup_path_type="flip-flop to flip-flop"
export IMPL_setup_viol=0
export IMPL_fmax_mhz=454
export IMPL_vdd_ir_drop_max_mv=0.766
export IMPL_routed_wirelength_mm=12.5
export IMPL_reg2reg_to="out[6]"
export IMPL_asyncSetResetFlopFracSynth=0.0621
export IMPL_mi_logic_area_mm2=0.00134
export IMPL_power_switching_mw=2.77
export IMPL_cts_hold_buffers=0
export IMPL_timing_reg2reg_worst_path_depth=7
export IMPL_antenna_violations_before_repair=0
export IMPL_p_total_mw=8.99
-- power groups by stage --
stage	combinational, mW	sequential [mW]	clock (mW)
CTS	2.74	3.25	3.04
global route	3.04	3.27	3.16
finish	2.75	3.24	3.00
-- per-layer routing --
| layer | track usage | vias to the layer above | wire [um] |
|---|---|---|---|
| met1 | 0.293 | 1647 | 5270 |
| li1 | - | 1557 | - |
| met3 | 0.0949 | 7 | 1200 |
| met2 | 0.281 | 150 | 5920 |
| met4 | 0.0191 | 0 | 93 |
| met5 | 0 | - | 0 |
-- logic make-up (layout without fill, tap and decap cells) --
kind of cell / count (synthesis) / in the layout / synth area share
simple gates: 70 / 70 / 0.0619
fa+ha+maj: 8 / 8 / 0.0173
buf+inv: 30 / 92 / 0.0311
xor+xnor: 13 / 13 / 0.0196
mux: 4 / 4 / 0.00691
compound gates: 95 / 95 / 0.120
flops: 145 / 145 / 0.743
-- state kept, by name, indices dropped and copies added (netlist names) --
| register | count |
|---|---|
| read_ptr | 4 |
| data | 128 |
| write_ptr | 4 |
| out | 8 |
| is_full | 1 |
-- what timing repair did --
action                                  4_1_cts  5_1_grt
gates cloned                                  0        0
endpoints found under the setup margin        2        2
setup buffers                                 1        0
hold endpoints to repair                      0        0
pin swaps                                     1        0
gates resized                                 7        4
-- critical path: cells and delay by family (launching register included) --
kind / cells / cell delay, ns
flip-flops: 1 / 0.39
buffers and inverters: 2 / 0.32
AND-OR/OR-AND: 4 / 0.97
adder cells (fa/ha/maj): 1 / 0.25
-- cell usage in the layout, fill, tap and decap left out, types with 2 or more instances in the layout --
master	count
nor2_1	18
nand2_1	12
dfrtp_2	3
clkbuf_16	17
o211ai_1	4
edfxtp_1	136
a22oi_1	13
buf_12	10
inv_1	6
buf_4	23
o22ai_1	3
nand3_1	7
mux2i_1	4
nor2b_1	4
xnor2_1	8
inv_8	2
clkinvlp_4	2
a2111oi_2	3
a32o_1	6
a31oi_1	6
a211oi_1	7
a221oi_1	4
dfrtp_1	6
ha_1	8
and2_1	17
nand4_1	2
inv_6	2
bufinv_16	6
a222oi_1	15
xor2_1	4
nor3_1	2
clkdlybuf4s50_1	20
o21ai_0	15
a21oi_1	16
-- worst min-delay path by stage --
stage / endpoint / startpoint / depth (start not counted) / slack [ns]
6_report: read_ptr[2] / rst / 2 / 0.39
5_1_grt: read_ptr[2] / rst / 2 / 0.41
4_1_cts: read_ptr[2] / rst / 2 / 0.39
-- final cells by class --
| type | instances | area share |
|---|---|---|
| clock inverter | 15 | 0.0353 |
| multi-input combinational | 190 | 0.187 |
| sequential | 145 | 0.602 |
| inverter | 6 | 0.00315 |
| tap | 180 | 0.0315 |
| timing repair buffer | 54 | 0.0813 |
| clock buffer | 17 | 0.0594 |
No activity file was given, so power comes from the tool's default toggle rates.
